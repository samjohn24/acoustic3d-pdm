### ./design.v
module bbb_array_adapter #(
  parameter NUM_ROWS  = 5,
  parameter NUM_COLS  = 8,
  parameter SEL_WIDTH = $clog2(NUM_COLS)
)(
  input                 clk,
  input                 reset_n,
  input 		lr_sel,
  input                 pulse_lr,
  input                 pdm_clk,
  input [NUM_ROWS-1:0]  pdm_inp, 
  input [2:0]           cnt_step,
  output logic [SEL_WIDTH-1:0]         	    adapter_sel_ff,
  output logic [NUM_COLS-1:0][NUM_ROWS-1:0] adapter_out_ff
);
logic [SEL_WIDTH:0] cnt_ff;
logic [2:0] cnt2_ff;
logic cnt2_zro;
integer i;
logic cnt_rst;
logic cnt_max;
logic pulse_rst_ff;
logic pulse_rst;
logic [NUM_COLS-1:0][NUM_ROWS-1:0] channel_ff;
always_comb
begin
  adapter_out_ff[3] = channel_ff[0];
  adapter_out_ff[2] = channel_ff[1];
  adapter_out_ff[1] = channel_ff[2];
  adapter_out_ff[0] = channel_ff[3];
  adapter_out_ff[7] = channel_ff[4];
  adapter_out_ff[6] = channel_ff[5];
  adapter_out_ff[5] = channel_ff[6];
  adapter_out_ff[4] = channel_ff[7];
end
always_ff @(posedge clk, negedge reset_n)
  if (!reset_n)
    channel_ff  <= 'd0; 
  else
    for (i = 0; i < NUM_COLS; i=i+1)
      if (cnt_ff == i & cnt2_zro)
        channel_ff[i] <= pdm_inp;
always_ff @(posedge clk, negedge reset_n)
  if (!reset_n)
    cnt_ff <= NUM_COLS;
  else if (cnt_rst)
    cnt_ff <= NUM_COLS-1;
  else if (!cnt_max & cnt2_zro)
    cnt_ff <= cnt_ff - 1;
assign cnt_max = cnt_ff >= NUM_COLS;
assign adapter_sel_ff = cnt_ff[2:0];
assign pulse_rst = pulse_lr & (lr_sel ? pdm_clk : !pdm_clk);
always_ff @(posedge clk, negedge reset_n)
  if (!reset_n)
    pulse_rst_ff  <= 1'b0;
  else
    pulse_rst_ff  <= pulse_rst;
assign cnt_rst = pulse_rst & !pulse_rst_ff;
always_ff @(posedge clk, negedge reset_n)
  if (!reset_n)
    cnt2_ff <= 0;
  else if (cnt_max)
    cnt2_ff <= cnt_step;
  else
    if (cnt2_zro)
    	cnt2_ff <= cnt_step;
    else
    	cnt2_ff <= cnt2_ff - 1;
assign cnt2_zro = &(~cnt2_ff);
endmodule
### ./constraint.sdc
current_design bbb_array_adapter

set clk_period 4.6
set clk_io_pct 0.2

create_clock -name clk0 -period $clk_period [get_ports {clk}]

set non_clock_inputs [all_inputs -no_clocks]
set_input_delay [expr $clk_period * $clk_io_pct] -clock clk0 $non_clock_inputs
set_output_delay [expr $clk_period * $clk_io_pct] -clock clk0 [all_outputs]
### ./run.sh
#!/bin/bash
# OpenROAD 26Q1-2900-gdf79404cd8, Yosys 0.63+post, stock flow scripts
make -C /OpenROAD-flow-scripts/flow DESIGN_CONFIG=/design/flow/config.mk WORK_HOME=/design/flow/orfs finish
### ./config.mk
export PLATFORM = sky130hd
export DESIGN_NAME = bbb_array_adapter
export DESIGN_NICKNAME = bbb_array_adapter
export VERILOG_FILES = /design/flow/design.v
export SDC_FILE = /design/flow/constraint.sdc
export NUM_CORES = 4
export LEC_CHECK = 1
export CORE_UTILIZATION = 50
==> results.ini <==
[final_timing]
finalHoldViolations = 0
grt_setup_unrepaired = no
finalSetupTns_ns = 0
setup_viol = 0
layout_min_cycle_time_ns = 2.42
fmax_mhz = 413
slew_headroom_pct = 65.6
period_used_pct = 52.7
max_slew.worst_pin.slew_ns = 0.516
hold_slack_ns = 0.473
fin_skew_ns = 0.00352
maxSlewViolCount = 0

[worst_setup_path]
end_kind = primary output
slowest_stage = dfrtp_1
timing.rr.start = cnt2_ff[0]
ff2ff_setup_slack_ns = 2.72
worst_setup_path_start_kind = flop
worstSetupPathDepth = 1
arrival_ns = 1.50
crit_path_start = cnt_ff[2]
path_max_fanout = 11
worstSetupPathType = flop to primary output
cp_top_family = flip-flops
required_ns = 3.68
slowest_delay_ns = 0.66
r2r_cells = 6
r2r_end = channel_ff[8]
crit_path_end = adapter_sel_ff[2]
crit_chain = clkdlybuf4s50_1
crit_buf_inv = 1

[route]
vias = 1240
num_antenna_cells = 0
wl_per_cell_um = 15.9
viasPerCell = 5.10
totalWireLength_um = 3870
drt_iter0_drc = 57
drtPass1Iterations = 4
drc = 0
drtAntennaViolNets = 0

[final_layout]
utilization_pct = 71.0
syn_to_final_growth_pct = 32.7
fillCellCount = 249
combGateArea_sq_um = 767
layout-drive-gt1-share_pct = 28.7
seqCellArea_sq_um = 1200
layoutNonFillerInstCount = 243
final_cell_area_sq_um = 2680

[placement]
io_buffers = 55
gp_congestion = 0.890
place_area_sq_um = 2600
placed_cells = 236
hpwl_um = 2750

[synthesis]
ys_seq_share_pct = 59.6
postSynthAreaPerCell_sq_um = 14.8
syn_inst = 136
top_cells_by_area = dfrtp_1, mux2_2, ha_1
ys_area_sq_um = 2020
ys_cells = 136
ys_ff = 48
ys.warnings.count = 1
synth_top_cell_by_area = dfrtp_1
ys_types = 24
yosysTopAreaCellShare_pct = 58.3
netlist_area_sq_um = 2020

[pwr]
power.leakage_uw = 0.00121
max-vdd-ir-drop_mv = 0.328
powerDensity_nw_per_um2 = 536

[clock_network]
cts_setup_buffers = 0
ctsResizeCount = 0
root_buffer = clkbuf_8
cts_buffers = 5
path_clk_slew_ns = 0.08
clkSinkCount = 48
htreeDepth = 2
ctsHoldBuffers = 0
clkLatencyLatePin_ns = 0.29
tritoncts = yes
clockBufferDepth = 2

[floorplanning]
die_h_um = 65.5
rows = 22
fp_util_pct = 53.5
core-area_sq_um = 3770
ios = 56
die_w_um = 65.5
dieArea_sq_um = 4290

[global_route]
grt_pass1_wl_um = 6440
grt_max_degree = 27
grt_pass1_vias = 1259
antenna_found_initial = 0
use_met3_pct = 7.22
grt.met2_usage_pct = 29.8
grt_busiest_layer = met1
met1_usage_pct = 35.1
grt-ovfl-total = 0
grt.total_usage_pct = 21.2

[hold_path]
hp-class = flop to flop

[job]
maxCapViolations = 0
tool_warnings = 30

[status]
status = finished clean

[routing by layer]
metal	vias up	routed length [um]
li1	587	-
met1	615	1880
met2	34	1680
met3	4	280
met4	0	23
met5	-	0
[power breakdown]
group	switching, uW	internal [uW]
Sequential	93.7	576
Combinational	152	387
Clock	125	103
Total	370	1070
[worst register-to-register path: cells and delay by family, from the launching register on]
kind	cells	cell delay, ns
fa+ha+maj	2	0.43
flops	1	0.38
simple gates	2	0.52
mux	1	0.38
buf+inv	1	0.06
[state kept, by name, indices dropped and copies added, names as in the netlist]
signal	flops
channel_ff	40
cnt2_ff	3
cnt_ff	4
pulse_rst_ff	1
[cell usage after synthesis, drive strengths merged]
cell,n
a21oi,1
and2,1
and2b,1
and3,1
buf,4
dfrtp,47
dfstp,1
ha,7
inv,5
mux2,40
nand2,7
nand2b,1
nand3,4
nand3b,1
nor2b,1
nor3,2
nor3b,2
nor4b,1
o211ai,1
o21a,1
o21ai,4
or2,1
xnor2,2
[cell usage in the layout (no fill, tap or decap), types with 2 or more instances in the layout]
master and n:
clkbuf_8 5, ha_1 7, nor3_2 2, inv_1 5, nand2_1 7, xnor2_1 2, dfrtp_1 47, clkdlybuf4s50_1 54
nand3_1 2, o21ai_0 4, nor3b_4 2, nand3_2 2, mux2_2 40
[stage by stage]
stage                     total power [uW]  setup WS [ns]
after floorplan                        886           2.91
after global placement                1200           2.52
after detailed placement              1220           2.49
after CTS                             1450           2.16
after global routing                  1550           2.09
final                                 1440           2.18
[worst min path at each step]
stage | from | endpoint | slack [ns] | depth (start not counted)
CTS | cnt2_ff[0] | cnt2_ff[0] | 0.47 | 1
finish | cnt2_ff[0] | cnt2_ff[0] | 0.47 | 1
global route | channel_ff[22] | channel_ff[22] | 0.53 | 1
[cell type report]
cell class / instances / area share (%)
tap: 48 / 2.24
clock inverter: 1 / 0.187
sequential: 48 / 44.9
inverter: 5 / 0.701
clock buffer: 6 / 2.71
multi-input combinational: 79 / 28.6
timing repair buffer: 56 / 20.6
[logic make-up after synthesis]
logic type,count (synthesis),share of synthesized area [%]
simple gates,23,8.50
flops,48,59.6
fa+ha+maj,7,4.34
buf+inv,9,2.42
xor+xnor,2,0.868
mux,40,22.3
compound gates,7,1.98
Power figures rest on the tool's default switching activity, not on a simulated workload.
